**design/flow/config.mk**
```make
export PLATFORM = sky130hd
export DESIGN_NAME = pe_block
export DESIGN_NICKNAME = pe_block
export VERILOG_FILES = /design/flow/design.v
export SDC_FILE = /design/flow/constraint.sdc
export NUM_CORES = 4
export LEC_CHECK = 1
export CORE_UTILIZATION = 40
```
**design/flow/constraint.sdc**
```tcl
current_design pe_block

set clk_period 14.7
set clk_io_pct 0.2

create_clock -name clk0 -period $clk_period [get_ports {clk}]

set non_clock_inputs [all_inputs -no_clocks]
set_input_delay [expr $clk_period * $clk_io_pct] -clock clk0 $non_clock_inputs
set_output_delay [expr $clk_period * $clk_io_pct] -clock clk0 [all_outputs]
```
**design/flow/design.v**
```verilog
module pe_block #(
    parameter DATA_WIDTH = 8,
    parameter ACCUM_WIDTH = 32
) (
    input wire clk,
    input wire rst,
    input wire [1:0] dataflow_sel,  
    input wire stationary_sel,      
    input wire signed [DATA_WIDTH-1:0] ifmap_in,     
    input wire signed [DATA_WIDTH-1:0] weight_in,    
    input wire signed [ACCUM_WIDTH-1:0] psum_in_v,    
    input wire signed [ACCUM_WIDTH-1:0] psum_in_h,    
    output wire signed [DATA_WIDTH-1:0] ifmap_out,    
    output wire signed [DATA_WIDTH-1:0] weight_out,   
    output wire signed [ACCUM_WIDTH-1:0] psum_out_v,   
    output wire signed [ACCUM_WIDTH-1:0] psum_out_h    
);
    localparam OS_MODE = 2'b00;
    localparam WS_MODE = 2'b01;
    localparam IS_MODE = 2'b10;
    reg signed [DATA_WIDTH-1:0] ifmap_reg;
    reg signed [DATA_WIDTH-1:0] weight_reg;
    reg signed [ACCUM_WIDTH-1:0] psum_reg;
    wire signed [ACCUM_WIDTH-1:0] psum_in_selected;
    wire signed [(DATA_WIDTH*2)-1:0] mac_mult_result;
    wire signed [ACCUM_WIDTH-1:0] mac_add_result;
    always @(posedge clk or posedge rst) begin
        if (rst) begin
            ifmap_reg  <= 0;
            weight_reg <= 0;
            psum_reg   <= 0;
        end else begin
            if (dataflow_sel == IS_MODE && stationary_sel) begin
                ifmap_reg <= ifmap_reg;
            end else begin
                ifmap_reg <= ifmap_in;
            end
            if (dataflow_sel == WS_MODE && stationary_sel) begin
                weight_reg <= weight_reg;
            end else begin
                weight_reg <= weight_in;
            end
            psum_reg <= mac_add_result;
        end
    end
    assign psum_in_selected = (dataflow_sel == OS_MODE) ? psum_in_v : psum_in_h;
    assign mac_mult_result = ifmap_reg * weight_reg;
    assign mac_add_result = mac_mult_result + psum_in_selected;
    assign ifmap_out  = ifmap_reg;
    assign weight_out = weight_reg;
    assign psum_out_h = (dataflow_sel == IS_MODE || dataflow_sel == WS_MODE) ? psum_reg : 0;
    assign psum_out_v = (dataflow_sel == OS_MODE) ? psum_reg : 0;
endmodule
```
**design/flow/run.sh**
```bash
#!/bin/bash
# OpenROAD 26Q1-2900-gdf79404cd8, Yosys 0.63+post, stock flow scripts
make -C /OpenROAD-flow-scripts/flow DESIGN_CONFIG=/design/flow/config.mk WORK_HOME=/design/flow/orfs finish
```
==> summary.txt <==
Implementation results

The run finished with clean final reports. TritonCTS built the clock tree. The detailed placer's ending HPWL is 14.3 mm.

The cell type that accounts for the most area after synthesis is fa_1. The number of flip-flops and latches in the synthesized netlist is 48. Synthesis handed over a netlist of slightly above 700 instances.

The final report lists a non-filler cell total of about 1,100. The core utilization of the finished layout is between 50% and 60%. The initial antenna violation count is 0.

The clock skew after layout is about 0.011 ns. The final weighted congestion recorded by global placement is ~0.84. The layout-stage area growth over the synthesis result is 27.6%. At the pin with the least slew margin, the transition time is ~0.75 ns. The sum of routed wire length over all layers is 17.0 mm. The total clock buffers created by CTS is 5.

In this run the maximum-capacitance check reported violations numbering 0. The die covers 19,400 sq um. The count of cell types in the netlist is around 47. The number of global-route vias before repair is 5,843. The number of clock sinks is about 48. Max-slew check failures listed in the final report amount to 0. The via count is between 5,000 and 6,000. The iteration count recorded for the first detailed-route pass is 4. The top-level I/O count is 165.

The global-route wire length before repair is ~28 mm. The maximum fanout encountered on the critical timing path is 39. Per the CTS log, the root buffer master is clkbuf_16. The arrival time of data at the critical path endpoint is about 9.0 ns.

Including well taps, the total number of placed cells is roughly 1,100. Looking at the worst setup and hold paths, the clock pins of their registers show a slew of ~0.080 ns. The worst-case headroom to the max-slew limit is between 40 and 50%. The core footprint is roughly 18,000 sq um.

The most used flip-flop cell after synthesis is dfrtp_1. The proportion of synthesized chip area in sequential cells is between 15 and 20%. After synthesis the cells add up to approximately 7600 sq um. The violation tally recorded at the end of detailed-routing iteration 0 is roughly 220. The warning count from the yosys run is 1. The site row count is roughly 49.

The cell count listed in synth_stat.txt is 718. Each instance of the synthesized netlist takes up on average 10.5 sq um. Per the GRT congestion report, total overflow comes to 0. Prior to clock tree synthesis, the placed netlist has a worst setup slack of around 5.6 ns. The area figure in the yosys stat output is 7550 sq um. The horizontal die dimension is about 140 um. For this run, the total global-route usage over all layers was measured as a little under a fifth.

In the floorplan report the effective utilization is just over 40%. The total negative setup slack is 0 ns. The maximum number of pins on one net before global-route repair is ~49.

Yosys reported that registers with async set or reset make up ~100%. Setup violations remaining at the end of the flow were counted as 0. The number of flip-flops in the largest register is 32. Per the detail_route report, vias per standard cell equal 4.96. The total number of warnings across the stage logs is 29. Setup repair after global routing left no endpoint under its margin. Per the skew report, the later register of the worst-skew pair sees a clock latency of about 0.31 ns. For reference, the final report shows the hold violation count at 0. For reference, the top cells by area after synthesis are fa_1 36%, dfrtp_1 16%, ha_1 12%. The number of resized instances in the post-cts repair step is 0.

Buffers added to address setup during post-CTS repair amount to 0. The OpenROAD report gives the critical path a required time of roughly 15 ns. The most critical hold endpoint after final layout shows a slack of 0.764 ns. The count of inserted antenna diode cells is 0. The upper clock frequency limit is around 0.11 GHz. The floorplan step set the die height to ~140 um. The post-route netlist has 4.44% of its cells at a drive strength greater than 1. The H-tree was split into 2 levels.

The DRC violations left is 0. The deepest clock path buffer count is 2. In the layout the commonest cells are 164 x clkdlybuf4s50_1, 136 x fa_1, 120 x inv_1. In this run the remaining antenna-violating nets after routing total 0. In the finished design, the share of the clock period the worst path needs comes to roughly three fifths. Buffers inserted to repair hold after CTS numbered 0. The startpoint type of the worst setup path is an input port.

The worst setup path is captured at a register. The setup path with the least slack is of type input port to register. The worst hold path class is register to register. The post-synth tally of flip-flops with integrated enable is 0. After synthesis, the largest area contributor takes up 36.0% of total cell area. The routed wire length per instance is approximately 15 um. Leaving out fill and tap cells, the most frequent cell in the layout is clkdlybuf4s50_1. Subtracting the final worst setup slack from the clock period gives approximately 8.8 ns. Per the placement log, port buffering inserted about 160 buffers. The final worst slack is 5.94 ns.
[path summary, 6_finish.rpt]
| kind | depth (start not counted) | startpoint | slack, ns | endpoint |
|---|---|---|---|---|
| worst max-delay path | 19 | dataflow_sel[0] | 5.94 | psum_reg[30] |
| worst min-delay path | 2 | weight_reg[7] | 0.76 | weight_reg[7] |
| worst max register to register | 15 | weight_reg[2] | 8.90 | psum_reg[27] |
| worst min register to register | 2 | weight_reg[7] | 0.76 | weight_reg[7] |
| max in group asynchronous | 3 | rst | 11.12 | weight_reg[2] |
| min in group asynchronous | 3 | rst | 3.13 | psum_reg[16] |
[cells in the mapped netlist, types with 3 or more instances]
| cell type | count |
|---|---|
| xor2_1 | 9 |
| nand3_1 | 3 |
| xnor2_1 | 23 |
| inv_1 | 121 |
| o21ai_0 | 8 |
| and2_1 | 96 |
| nand4_1 | 3 |
| and3_1 | 3 |
| nand2b_1 | 7 |
| a21oi_1 | 24 |
| mux2i_1 | 30 |
| o21a_1 | 4 |
| a211oi_1 | 3 |
| a21o_1 | 10 |
| nor2_1 | 16 |
| clkbuf_1 | 12 |
| ha_1 | 73 |
| mux2_2 | 17 |
| dfrtp_1 | 48 |
| fa_1 | 136 |
| nand2_1 | 36 |
| o21ai_1 | 3 |
[metrics by stage]
step	area, sq um
global placement	9450
finish	9640
global route	9640
floorplan	7550
CTS	9640
detailed placement	9450
[layer usage]
metal	vias up	part of all wire, %	track usage, %	routed length, um
li1	2582	-	-	-
met1	2718	43	27.6	7310
met2	184	50	31.9	8450
met3	8	6.5	4.56	1100
met4	0	0.78	1.23	133
met5	-	0	0	0
[kinds of logic (layout without fill, tap and decap cells)]
group / Yosys count / count (layout) / synth area share [%]
XOR/XNOR: 32 / 32 / 3.71
AND-OR/OR-AND: 71 / 71 / 6.19
adder cells (fa/ha/maj): 209 / 209 / 48.1
flip-flops: 48 / 48 / 15.9
buffers and inverters: 139 / 299 / 7.04
AND/OR/NAND/NOR: 172 / 172 / 12.5
multiplexers: 47 / 47 / 6.51
[critical path, cell delays in order]
cell	delay (ns)
clkdlybuf4s50_1	0.43
inv_1	0.10
ha_2	0.56
buf_4	0.54
mux2i_1	0.32
fa_1	0.45
fa_1	0.52
inv_1	0.05
fa_1	0.55
fa_1	0.42
ha_1	0.30
ha_1	0.37
nand4_1	0.14
a211oi_1	0.07
o41ai_1	0.46
a21oi_2	0.18
a31oi_2	0.29
o22a_1	0.18
o21ai_1	0.06
[final cells by class]
class / count / area (sq um)
Fill cell: 1570 / 8570
Multi-Input combinational cell: 531 / 5820
Timing Repair Buffer: 169 / 1680
Sequential cell: 48 / 1200
Inverter: 122 / 458
Tap cell: 229 / 287
Clock buffer: 5 / 125
Clock inverter: 3 / 68.8
