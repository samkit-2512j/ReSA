File: flow/constraint.sdc
current_design sub_array

set clk_period 12.8
set clk_io_pct 0.2

create_clock -name clk0 -period $clk_period [get_ports {clk}]

set non_clock_inputs [all_inputs -no_clocks]
set_input_delay [expr $clk_period * $clk_io_pct] -clock clk0 $non_clock_inputs
set_output_delay [expr $clk_period * $clk_io_pct] -clock clk0 [all_outputs]
File: flow/config.mk
export PLATFORM = sky130hd
export DESIGN_NAME = sub_array
export DESIGN_NICKNAME = sub_array
export VERILOG_FILES = /design/flow/design.v
export SDC_FILE = /design/flow/constraint.sdc
export NUM_CORES = 4
export LEC_CHECK = 1
export CORE_UTILIZATION = 40
File: flow/run.sh
#!/bin/bash
# OpenROAD 26Q1-2900-gdf79404cd8, Yosys 0.63+post, stock flow scripts
make -C /OpenROAD-flow-scripts/flow DESIGN_CONFIG=/design/flow/config.mk WORK_HOME=/design/flow/orfs finish
File: flow/design.v
`timescale 1ns / 1ps
module PE_unit #(
    parameter DATA_WIDTH = 16,  
    parameter ACCUM_WIDTH = 32  
) (
    input wire                      clk,
    input wire                      rst_n,
    input wire [1:0]                dataflow_sel,  
    input wire                      preload_en,    
    input wire [DATA_WIDTH-1:0]     preload_data,  
    input wire [DATA_WIDTH-1:0]     input_0,      
    input wire [ACCUM_WIDTH-1:0]    input_1,      
    input wire [DATA_WIDTH-1:0]     input_2,     
    output wire [DATA_WIDTH-1:0]    output_0,     
    output wire [ACCUM_WIDTH-1:0]   output_1,     
    output wire [DATA_WIDTH-1:0]    output_2    
);
    localparam WS_MODE = 2'b00;
    localparam IS_MODE = 2'b01;
    localparam OS_MODE = 2'b10;
    reg [DATA_WIDTH-1:0]   local_buffer;  
    reg [ACCUM_WIDTH-1:0]  accumulator;   
    wire [DATA_WIDTH-1:0]  multiplier_in_A;
    wire [DATA_WIDTH-1:0]  multiplier_in_B;
    wire [ACCUM_WIDTH-1:0] adder_in_B;
    wire [ACCUM_WIDTH-1:0] mac_result;
    reg [DATA_WIDTH-1:0]   output_0_reg;
    reg [ACCUM_WIDTH-1:0]  output_1_reg;
    reg [DATA_WIDTH-1:0]   output_2_reg;
    assign multiplier_in_A = (dataflow_sel == OS_MODE)? input_0 : local_buffer;
    assign multiplier_in_B = input_2;
    assign adder_in_B = (dataflow_sel == OS_MODE)? accumulator : input_1;
    assign mac_result = (multiplier_in_A * multiplier_in_B) + adder_in_B;
    always @(posedge clk or negedge rst_n) begin
        if (!rst_n) begin
            local_buffer <= 0;
            accumulator  <= 0;
            output_0_reg <= 0;
            output_1_reg <= 0;
            output_2_reg <= 0;
        end else begin
            if (preload_en) begin
                local_buffer <= preload_data;
            end
            accumulator <= mac_result;
            case (dataflow_sel)
                WS_MODE: begin
                    output_0_reg <= 0;  
                    output_1_reg <= mac_result;  
                    output_2_reg <= input_2;     
                end
                IS_MODE: begin
                    output_0_reg <= 0;  
                    output_1_reg <= mac_result;  
                    output_2_reg <= input_2;     
                end
                OS_MODE: begin
                    output_0_reg <= input_0;     
                    output_1_reg <= 0;  
                    output_2_reg <= input_2;     
                end
                default: begin
                    output_0_reg <= 0;
                    output_1_reg <= 0;
                    output_2_reg <= 0;
                end
            endcase
        end
    end
    assign output_0 = output_0_reg;
    assign output_1 = output_1_reg;
    assign output_2 = output_2_reg;
endmodule
module sub_array #(
    parameter ROWS = 4,
    parameter COLS = 4,
    parameter DATA_WIDTH = 16,
    parameter ACCUM_WIDTH = 32
) (
    input wire clk,
    input wire rst,
    input wire [1:0] dataflow_sel,
    input wire stationary_sel,
    input wire signed [COLS-1:0][DATA_WIDTH-1:0] array_ifmap_in,
    input wire signed [ROWS-1:0][DATA_WIDTH-1:0] array_weight_in,
    input wire signed [COLS-1:0][ACCUM_WIDTH-1:0] array_psum_in_v,
    input wire signed [ROWS-1:0][ACCUM_WIDTH-1:0] array_psum_in_h,
    output wire signed [COLS-1:0][DATA_WIDTH-1:0] array_ifmap_out,
    output wire signed [ROWS-1:0][DATA_WIDTH-1:0] array_weight_out,
    output wire signed [COLS-1:0][ACCUM_WIDTH-1:0] array_psum_out_v,
    output wire signed [ROWS-1:0][ACCUM_WIDTH-1:0] array_psum_out_h
);
    wire signed [ROWS:0][COLS:0][DATA_WIDTH-1:0] ifmap_wires;
    wire signed [ROWS:0][COLS:0][DATA_WIDTH-1:0] weight_wires;
    wire signed [ROWS:0][COLS:0][ACCUM_WIDTH-1:0] psum_v_wires;
    wire signed [ROWS:0][COLS:0][ACCUM_WIDTH-1:0] psum_h_wires;
    genvar r, c;
    generate
        for (r = 0; r < ROWS; r = r + 1) begin: row_gen
            for (c = 0; c < COLS; c = c + 1) begin: col_gen
                PE_unit #(
                    .DATA_WIDTH(DATA_WIDTH),
                    .ACCUM_WIDTH(ACCUM_WIDTH)
                ) pe_inst (
                    .clk(clk),
                    .rst_n(~rst),
                    .dataflow_sel(dataflow_sel),
                    .preload_en(stationary_sel),
                    .preload_data((dataflow_sel == 2'b00) ? ifmap_wires[r][c] : weight_wires[r][c]),
                    .input_0(ifmap_wires[r][c]),      
                    .input_1(psum_h_wires[r][c]),     
                    .input_2(weight_wires[r][c]),     
                    .output_0(ifmap_wires[r][c+1]),   
                    .output_1(psum_v_wires[r+1][c]),  
                    .output_2(weight_wires[r+1][c])   
                );
                assign psum_h_wires[r][c+1] = psum_h_wires[r][c];
            end
        end
    endgenerate
    genvar i;
    generate
        for (i = 0; i < COLS; i = i + 1) begin: boundary_col_connect
            assign weight_wires[0][i] = array_weight_in[i];
            assign psum_v_wires[0][i] = array_psum_in_v[i];
            assign array_weight_out[i] = weight_wires[ROWS][i];
            assign array_psum_out_v[i] = psum_v_wires[ROWS][i];
        end
        for (i = 0; i < ROWS; i = i + 1) begin: boundary_row_connect
            assign ifmap_wires[i][0] = array_ifmap_in[i];
            assign psum_h_wires[i][0] = array_psum_in_h[i];
            assign array_ifmap_out[i] = ifmap_wires[i][COLS];
            assign array_psum_out_h[i] = psum_h_wires[i][COLS];
        end
    endgenerate
endmodule
==> impl_metrics.py <==
# Synthesis and PnR figures
metrics = {
    "setup_path": {
        "crit_path_top_delay_cell": "nor2b_4",
        "critPathBufInv": 6,
        "critPathMaxFanout": 27,
        "reg2reg_from": "row_gen[3].col_gen[0].pe_inst.output_0_reg[7]",
        "end_kind": "register",
        "crit_cells": 24,
        "max_stage_delay_ps": 700,
        "r2r_setup_slack_ps": 5590,
        "setup.worst_path.class": "in -> reg",
        "crit_top_cell": "fa_1",
        "cp-start-kind": "input port",
        "critPathLaunch": "dataflow_sel[0]",
        "reg2reg_depth": 20,
        "path_delay_family": "adder cells",
        "rr_endpoint": "row_gen[3].col_gen[1].pe_inst.output_1_reg[25]",
        "arrival_ps": 11000,
        "crit_chain": "clkdlybuf4s50_1 > nor2b_4 > buf_4 > and2_1 > a21o_1 > and2_1 > fa_1 > inv_1 > fa_1 > fa_1 > fa_1 > inv_1 > fa_1 > inv_1 > fa_1 > inv_1 > ha_1 > nand2_1 > nor2_1 > nand4_1 > o211ai_1 > a21oi_1 > xnor2_1 > nor2b_1",
        "worstPathRequired_ps": 13350,
    },
    "global_routing": {
        "grt_pass1_vias": 47870,
        "grt_start_max_net_pins": 137,
        "grt_use_met2_pct": 35.52,
        "track_usage_pct": 23.95,
        "gr-total-overflow": 0,
        "grt_pass1_wl_mm": 290.0,
        "antenna_found_initial": 12,
        "use_met1_pct": 32.72,
        "met3_usage_pct": 12.32,
        "top_usage_layer": "met2",
    },
    "floorplan": {
        "fp_util_pct": 40.41,
        "die_w_um": 413.5,
        "row_count": 150,
        "die_h_um": 413.5,
        "dieArea_um2": 171000,
        "io_pins": 773,
        "core_area_um2": 167600,
    },
    "synthesis": {
        "mux_share_pct": 1.210,
        "ys_sh_aoi_pct": 5.502,
        "synth_top_flop_cell": "dfrtp_1",
        "edf_count": 0,
        "synthArstFlopShare_pct": 100.0,
        "yosysTopAreaCellShare_pct": 30.74,
        "ys_cells": 6773,
        "synthTopCellsByCount": "inv_1, and2_1, fa_1",
        "avgSynthCellArea_um2": 9.999,
        "xor_share_pct": 1.410,
        "syn_inst": 6773,
        "topCombFamilyByArea": "adder cells",
        "synth_top_cell_by_area": "dfrtp_1",
        "area_leaders": "dfrtp_1, fa_1, and2_1, ha_1, inv_1",
        "ys_seq_share_pct": 30.74,
        "ys_sh_adder_pct": 33.92,
        "ys_ff": 832,
        "ys_types": 77,
        "ys_warn_count": 1,
        "synth.cellmix.simpleShare_pct": 16.34,
        "synthesis.area_um2": 67720,
        "top_cell": "inv_1",
        "ys_chip_area_um2": 67720,
    },
    "final_timing": {
        "tightest_slew_ps": 1039,
        "drv_slew": 0,
        "fin_crit_ps": 10450,
        "max_freq_mhz": 95.73,
        "clock_skew_ps": 44.60,
        "rsz0062_at_grt": "false",
        "period_used_pct": 81.61,
        "finalSetupTns_ps": 0,
        "final_hold_viol_count": 0,
        "slew_headroom_pct": 30.21,
        "setup_viol": 0,
        "setup_ws_ps": 2354,
    },
    "run": {
        "maxCapViolCount": 0,
        "warnings": 162,
    },
    "placed_design": {
        "place_ws_ps": 1696,
        "post-dp-hpwl_mm": 143.6,
        "place.gp.congestion": 0.9347,
        "dp.cells": 9057,
        "postPlaceCellArea_um2": 73340,
        "numPortBuffers": 452,
    },
    "cts": {
        "postCtsSetupRepairBufs": 0,
        "cts_hold_buffers": 0,
        "cts_buffers": 95,
        "cts_sinks": 832,
        "clkTransAtPathRegs_ps": 60,
        "clk_latency_ps": 750,
        "cts-root-buf": "clkbuf_16",
        "clock_path_buffers": 3,
        "cts_tree": "built",
        "cts-resized-gates": 0,
        "cts.htree.levels": 3,
    },
    "finish": {
        "final.fill_count": 15320,
        "syn2layout_area_growth_pct": 13.22,
        "final_core_util_pct": 45.75,
        "combGateArea_um2": 39570,
        "design_area_um2": 76680,
        "regArea_um2": 20820,
        "finalNonFillerCells": 9242,
        "drive_gt1_share_pct": 4.752,
    },
    "routing": {
        "vias": 44580,
        "drt_iter0_drc": 2115,
        "vias_per_cell": 4.824,
        "wl_per_cell_um": 20.07,
        "drt_first_pass_iters": 5,
        "drt_drc_violations_left": 0,
        "postRouteAntennaNets": 0,
        "drt_wl_total_mm": 185.5,
    },
    "power_and_ir_drop": {
        "power_density_nw_per_um2": 200.1,
        "leakage_nw": 38.47,
        "vdd_drop_max_uv": 224.2,
    },
    "hold_path": {
        "hold_class": "reg -> reg",
        "min_to": "row_gen[1].col_gen[2].pe_inst.output_2_reg[9]",
        "hp-start": "row_gen[0].col_gen[2].pe_inst.output_2_reg[9]",
        "whs_path_depth": 1,
    },
    "run_status": {
        "outcome": "completed",
    },
}
[worst register-to-register path, cell delays in order, from the launching register on]
cell and delay (ps):
dfrtp_1 380, and2_1 230, a21o_1 480, and2_1 340, fa_1 550, inv_1 50, fa_1 400, fa_1 540
inv_1 50, fa_1 520, fa_1 500, inv_1 50, fa_1 470, inv_1 40, ha_1 360, and4_4 270
a21boi_1 590, o21bai_2 200, o31ai_4 370, a211oi_2 160, mux2_1 470
[cell families (layout without fill, tap and decap cells)]
logic type,count (synthesis),count (layout)
multiplexers,80,80
AND/OR/NAND/NOR,2117,2117
adder cells (fa/ha/maj),1296,1296
buffers and inverters,1753,2008
flip-flops,832,832
other,0,10
XOR/XNOR,109,109
AND-OR/OR-AND,586,586
[metal layers]
layer / wire [µm] / share of wire, %
met1: 71720 / 39
met2: 85170 / 46
met3: 23980 / 13
met4: 4456 / 2.4
met5: 181 / 0.098
[layout make-up]
cell class | instances | area share, %
multi-input cells | 4188 | 51.61
inverters | 1262 | 6.183
clock inverters | 59 | 0.9154
repair buffers | 571 | 7.113
diodes | 10 | 0.03263
flip-flops and latches | 832 | 27.15
clock buffers | 116 | 3.401
well taps | 2204 | 3.596
[cell usage in the layout (no fill, tap or decap), types with 121 or more instances in the layout]
cell type	count
inv_1	1261
and2_1	1023
fa_1	900
dfrtp_1	832
nand2_1	717
clkdlybuf4s50_1	450
ha_1	396
a21oi_1	253
nor2_1	147
a21o_1	133
nor2b_1	121
[stage by stage]
step | hold slack (ps) | power [mW]
final | 434.9 | 15.35
after detailed placement | 432.2 | 12.52
after CTS | 426.5 | 15.52
after global routing | 450.5 | 16.75
after floorplan | 427.7 | 9.455
after global placement | 429.3 | 12.57
[how the worst max path moves through the flow]
stage,end,slack [ps]
CTS,row_gen[3].col_gen[3].pe_inst.output_1_reg[30],2430
global route,row_gen[3].col_gen[2].pe_inst.output_1_reg[26],2040
finish,row_gen[3].col_gen[0].pe_inst.output_1_reg[18],2350
[power breakdown]
group	internal, mW	total, mW	switching [mW]
combinational	3.50	9.12	5.62
sequential	3.18	3.37	0.187
clock	1.64	2.85	1.22
total	8.32	15.3	7.03
No activity file was given, so power comes from the tool's default toggle rates.
